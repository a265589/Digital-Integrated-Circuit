`/design/flow/run.sh`:
```
#!/bin/bash
# OpenROAD 26Q1-2900-gdf79404cd8, Yosys 0.63+post, stock flow scripts
make -C /OpenROAD-flow-scripts/flow DESIGN_CONFIG=/design/flow/config.mk WORK_HOME=/design/flow/orfs finish
```
`/design/flow/config.mk`:
```
export PLATFORM = sky130hd
export DESIGN_NAME = Control
export DESIGN_NICKNAME = Control
export VERILOG_FILES = /design/flow/design.v
export SDC_FILE = /design/flow/constraint.sdc
export NUM_CORES = 4
export LEC_CHECK = 1
export CORE_AREA = 10 10 70 70
export DIE_AREA = 0 0 80 80
```
`/design/flow/constraint.sdc`:
```
current_design Control

set clk_period 1.1
set clk_io_pct 0.2

create_clock -name clk0 -period $clk_period [get_ports {clk}]

set non_clock_inputs [all_inputs -no_clocks]
set_input_delay [expr $clk_period * $clk_io_pct] -clock clk0 $non_clock_inputs
set_output_delay [expr $clk_period * $clk_io_pct] -clock clk0 [all_outputs]
```
`/design/flow/design.v`:
```
module  Control ( 
    input clk,
    input rst_n,
    output reg out_valid     
);
reg [2:0] counter;
always@(posedge clk or negedge rst_n)
begin
    if(!rst_n)
    begin
        counter <= 'd0;
    end
    else if (counter < 'd4)
    begin
        counter <= counter + 'd1;
    end
    else
    begin
        counter <= 'd0;
    end
end
always@(posedge clk or negedge rst_n)
begin
    if(!rst_n)
    begin
        out_valid <= 'd0;
    end
    else
    begin
        if(counter % 4 == 0 && counter > 'd0)
        begin
            out_valid <= 1;
        end
        else
        begin
            out_valid <= 0;
        end  
    end
end
endmodule
```
==> results.txt <==
The implementation run finished. The flow ran to the end, and the final reports show no timing, DRC or antenna violations. Per the synth stats, the flop cell with the highest instance count is dfrtp_1. For reference, the clock transition at the flip-flops on the worst setup and hold paths is 0.04 ns. For this run, global-route usage on met1 was measured as 0.9321%.

Worst max-slew margin expressed relative to the limit landed at 87.88%. Areal power density over the cells landed at 1310 mW/mm². The worst setup path is launched from a flop. The pin closest to its max-slew limit shows a slew of 0.1813 ns. For the completed layout, the total cell area is recorded as 254.0 µm². For this run the detailed placement stage logged an HPWL of 217.2 µm.

Number of clock buffers inserted by TritonCTS landed at 3. Total count of hold-check failures in the final report landed at 0. Entering global routing, the biggest net connects 5 pins.

In this run the mean area of a mapped cell was 12.93 µm². Synthesis handed over a netlist of 12 instances. According to the CTS report, the clock sink count is 4. Number of antenna violations at the first check in global routing landed at 0. In the final layout, the share of cells above drive strength 1 is 17.65%.

The via count of the first global-routing pass is 107. The global routing report lists met2 layer usage as 0.9631%. Relative to the synthesized area, the layout overhead comes to 63.71%.

Starting DRC count in detailed routing landed at 13. Total core area landed at 0.003416 mm². Looking at the clock tree report, the maximum root-to-sink buffer count equals 2. Average wire per standard cell landed at 4.762 µm.

The design draws 332.7 µW. The floorplan step defined a die boundary enclosing 0.006400 mm². In this run the count of I/O pins placed on the die edge is 3. The synthesis run shows the most used standard cells to be dfrtp_1 (4), ha_1 (2), inv_1 (2), nor2b_1 (2). The critical path is of the reg -> out type.

The floorplan step set the die width to 80 µm. TritonCTS built the clock tree. Per the timing report, the biggest fanout along the worst path comes to 1. Final critical path time including I/O delays and setup landed at 1.030 ns. The detail route stage leaves a number of antenna-violating nets equal to 0. Worst voltage drop across the vdd grid landed at 0.1818 mV. Met3 layer usage reported by global route landed at 2.273%. Yosys synthesis chip area landed at 155.1 µm².

Number of post-CTS setup repair buffers landed at 0. Data arrival at the endpoint of the critical path landed at 0.81 ns. Share of the clock period used by the worst path after layout landed at 93.63%. The final max-slew violation count recorded for this run is 0. In the Yosys report, the sequential cells make up 64.52% of the chip area.

Total placed instance area landed at 232.7 µm². Core occupancy in the finished layout landed at 7.436%. Per the detail_route report, vias per standard cell equal 1.492. Per STA, the worst path is made up of dlygate4sd2_1.

Summed over its instances, the top area cell type makes up 64.52% of the synthesized netlist area. After the flow finishes, the layout carries non-filler instances totaling 63. Delay of the slowest cell on the worst path landed at 0.34 ns. Antenna repair during routing inserted a diode count of 0. dfrtp_1 is the most common cell in the netlist. The first global-routing pass estimated 489 µm of wire. STA classifies the critical path endpoint as an output pin. Detailed-router iteration count before antenna repair landed at 2. Worst setup skew after layout landed at 0.004555 ns. In this run the clock root is driven by a clkbuf_4.

Count of instantiated cells in the yosys netlist landed at 12. The final layout report lists a filler cell count of 405. Clock network fraction of design power landed at 53.8%. Switching portion of total power landed at 17.94%. Effective utilization at floorplan landed at 4.542%.

In the global route stage, overall resource usage came out at 1.112%. The netlist uses 6 different library cells. Leakage power figure landed at 0.1233 nW. The timing report attributes the biggest portion of critical-path delay to flip-flops. Logic area landed at 47.55 µm². Number of warnings reported in the yosys synthesis log landed at 1. Share of synthesized registers carrying an async set or reset landed at 100.0%.

Measured along the y axis, the die boundary spans 80 µm. Total congestion overflow landed at 0. As reported, the later end of the worst-skew pair has a clock insertion delay of 0.23 ns. Routability congestion estimate landed at 0.6126. Per the post-run analysis, buffers plus inverters along the critical path come to 1.

Setup total negative slack on the finished layout was measured at 0 ns. Based on the critical path, the design can be clocked at up to 970.9 MHz. Switching power of the nets landed at 59.69 µW.

Combinational logic burns 1.7% of the power. During placement, the flow inserted port buffers numbering 2. Cell row count landed at 21. Number of cells in the design after placement landed at 60. Share of total power in sequential cells landed at 44.5%. Looking at the global route congestion table, the highest-usage layer is met3. H-tree level count landed at 1.

Per the STA report, the cell with the highest stage delay on the worst path is dfrtp_1. Post-synth tally of flip-flops with integrated enable landed at 0. For this run, design rule violations remaining after detail routing come to 0. Across the run, the number of max-cap violations was 0. Setup repair after global routing left no endpoint under its margin. Across the whole layout, storage elements account for 100.1 µm².

Number of setup violations in the final report landed at 0. The synthesized design spends more area on one cell type than any other, namely dfrtp_1. Sorting the synthesized cells by area gives the leading types as dfrtp_1 (65%), ha_1 (16%), nor2b_1 (8.1%). OpenROAD warning count landed at 26. Summing over every cut layer, the via total after detailed routing is 94. The detailed router reported a total wirelength of 300 µm.

The synthesis stat section lists a flop and latch total of 4. For the worst setup path, the data required time is 0.88 ns. The synthesized netlist occupies a cell area of 155.1 µm². The internal power of the cells totals 273.0 µW. The type recorded for the worst min-delay path is in -> async.
==> through the flow <==
step / worst slack [ns] / hold slack, ns
2_1_floorplan: 0.2162 / -0.07559
5_1_grt: 0.03339 / 0.1884
4_1_cts: 0.05895 / 0.1860
3_5_place_dp: 0.1213 / 0.4346
6_report: 0.07004 / 0.1856
3_3_place_gp: 0.1216 / 0.4302
==> path summary, 6_finish.rpt <==
path	slack [ns]	to	cells after the start	start
min in group clk0	0.47	counter[0]$_DFF_PN0_	1	counter[0]$_DFF_PN0_
min	0.19	out_valid$_DFF_PN0_	1	rst_n
max	0.07	out_valid	1	out_valid$_DFF_PN0_
max in group asynchronous	0.75	counter[0]$_DFF_PN0_	1	rst_n
max reg2reg	0.17	counter[1]$_DFF_PN0_	3	counter[0]$_DFF_PN0_
min reg2reg	0.47	counter[0]$_DFF_PN0_	1	counter[0]$_DFF_PN0_
==> cells in the final DEF (no fill, tap or decap) <==
| cell type | count |
|---|---|
| inv_1 | 2 |
| dlygate4sd2_1 | 1 |
| ha_1 | 2 |
| dfrtp_1 | 4 |
| nor2_1 | 1 |
| clkbuf_4 | 3 |
| and2_1 | 1 |
| clkdlybuf4s50_1 | 1 |
| nor2b_1 | 2 |
==> power by group through the flow <==
stage         clock, mW  combinational [mW]  sequential [mW]
finish            0.179             0.00576            0.148
global route      0.202             0.00641            0.148
CTS               0.186             0.00598            0.148
==> repair_timing <==
| item | in CTS | in global routing |
|---|---|---|
| setup endpoints to repair | 1 | 0 |
| hold buffers | 0 | 0 |
| gates resized | 1 | 0 |
==> layer usage <==
metal | vias to the layer above | part of all wire (%)
met5 | - | 0
met1 | 43 | 32
li1 | 45 | -
met3 | 0 | 32
met4 | 0 | 0
met2 | 6 | 35
==> logic make-up (layout without fill, tap and decap cells) <==
family                   count (synthesis)  count (layout)  synth area share (%)
AND/OR/NAND/NOR                          4               4                 14.52
buffers and inverters                    2               7                 4.841
flip-flops                               4               4                 64.52
adder cells (fa/ha/maj)                  2               2                 16.13
==> flip-flops by register name, summed over array words and instances, names as in the netlist <==
name / cells
counter: 3
out_valid: 1
==> cell type report <==
class	count	area share (%)
sequential	4	39.41
timing repair buffer	2	7.389
multi-input combinational	6	18.72
inverter	2	2.956
tap	46	22.66
clock buffer	3	8.867
No activity file was given, so power comes from the tool's default toggle rates.
